## design/flow/design.v

```verilog
module fifo_out #(
        parameter OUTW = 24,
        parameter DEPTH = 38,
        localparam LOGDEPTH = $clog2(DEPTH)
    )(
        input clk,
        input reset,
        input [OUTW-1:0] IN_AXIS_TDATA,
        input IN_AXIS_TVALID,
        output logic IN_AXIS_TREADY,
        output logic [OUTW-1:0] OUT_AXIS_TDATA,
        output logic OUT_AXIS_TVALID,
        input OUT_AXIS_TREADY
);
    logic [ LOGDEPTH - 1 : 0 ] wr_addr;  
    logic [ LOGDEPTH - 1 : 0 ] rd_addr;
    logic wr_en;  
    logic rd_en;  
    logic [ LOGDEPTH - 1 : 0 ] tail;  
    logic [ LOGDEPTH : 0 ] capacity;  
    memory_dual_port #(
            .WIDTH(OUTW), 
            .SIZE(DEPTH)
            ) 
        fifo_memory(
            .data_in(IN_AXIS_TDATA),
            .data_out(OUT_AXIS_TDATA),
            .write_addr(wr_addr),
            .read_addr(rd_addr),
            .clk(clk),
            .wr_en(wr_en)
        );
    assign IN_AXIS_TREADY = (capacity == 0 && rd_en == 0) ? 0 : 1;
    assign wr_en = ( IN_AXIS_TVALID && IN_AXIS_TREADY );
    assign OUT_AXIS_TVALID = (capacity == DEPTH) ? 0 : 1;
    assign rd_en = ( OUT_AXIS_TVALID && OUT_AXIS_TREADY );
    always_ff @(posedge clk) begin : head_logic
        if( reset ) 
            wr_addr <= 0;
        else if( wr_en == 1 ) begin
            if ( wr_addr == DEPTH - 1 )
                wr_addr <=  0;
            else
                wr_addr <= wr_addr + 1; 
        end
    end
    always_ff @ ( posedge clk ) begin : tail_logic_seq
        if ( reset )
            tail <= 0;
        else if ( rd_en == 1 ) begin
            if ( tail == DEPTH  - 1 )
                tail <= 0;
            else
                tail <= tail + 1;
        end
    end
    always_comb begin : tail_logic_comb
        if ( rd_en == 0 )
            rd_addr = tail;
        else begin
            if ( tail == DEPTH - 1 )
                rd_addr = 0;
            else
                rd_addr = tail + 1;
        end
    end
    always_ff @ ( posedge clk ) begin
        if ( reset == 1 )
            capacity <= DEPTH;  
        else begin 
            case ({rd_en, wr_en})
                2'b10: begin
                        capacity <= capacity + 1;  
                end
                2'b01: begin
                        capacity <= capacity - 1;  
                end
            endcase
        end
    end
endmodule   
module memory_dual_port #(
        parameter                WIDTH=16, SIZE=64,
        localparam               LOGSIZE=$clog2(SIZE)
    )(
        input [WIDTH-1:0]        data_in,
        output logic [WIDTH-1:0] data_out,
        input [LOGSIZE-1:0]      write_addr, read_addr,
        input                    clk, wr_en
    );
    logic [SIZE-1:0][WIDTH-1:0] mem;
    always_ff @(posedge clk) begin
        if (wr_en && (read_addr == write_addr))
            data_out <= data_in;
        else
            data_out <= mem[read_addr];
        if (wr_en)
            mem[write_addr] <= data_in;            
    end
endmodule
```

## design/flow/run.sh

```bash
#!/bin/bash
# OpenROAD 26Q1-2900-gdf79404cd8, Yosys 0.63+post, stock flow scripts
make -C /OpenROAD-flow-scripts/flow DESIGN_CONFIG=/design/flow/config.mk WORK_HOME=/design/flow/orfs finish
```

## design/flow/config.mk

```make
export PLATFORM = sky130hd
export DESIGN_NAME = fifo_out
export DESIGN_NICKNAME = fifo_out
export VERILOG_FILES = /design/flow/design.v
export SDC_FILE = /design/flow/constraint.sdc
export NUM_CORES = 4
export LEC_CHECK = 1
export CORE_UTILIZATION = 30
```

## design/flow/constraint.sdc

```tcl
current_design fifo_out

set clk_period 60.9
set clk_io_pct 0.2

create_clock -name clk0 -period $clk_period [get_ports {clk}]

set non_clock_inputs [all_inputs -no_clocks]
set_input_delay [expr $clk_period * $clk_io_pct] -clock clk0 $non_clock_inputs
set_output_delay [expr $clk_period * $clk_io_pct] -clock clk0 [all_outputs]
```

==> notes.md <==
run results: P_leak 21.09 nW, post-CTS sizing 0, Yosys Chip Area 50020 um2, Tot GR Track Use 29.59%, Max clock buf depth 3, Setup TNS 0 ns, CTS Buf Count 107, Seq/Total Area, Yosys 56.47%, fmax 38.80 MHz, core box area 165200 um2, Commonest Layout Cell edfxtp_1, final non-filler cell total 6776, Clock transition at path regs 0.06 ns, WP data required 48.72 ns, RSZ-0062 raised after global routing false, I/O pins 54, drt drc 0, CTS Hold Bufs 0, worst r2r src tail[1], Clock Sinks 955, routed wire length per instance 35.35 um, min Tclk post-route 25.77 ns, post-layout period usage 42.32%, hold_sp fifo_memory.mem[2], die width 410.3 um, main flop type edfxtp_1, Synth Register Bits 955, warning total across the stage logs 30, crit path kind input port to output pin, CP startpoint kind input port, Fill cells 16193, Layout Skew 0.05834 ns, sequential cell area 28250 um2, drt initial violations 4467, IO buf count 53, Pwr Density 39.99 nW/um2, placed insts 6564, Setup violations, final 0, share of post-route cells with drive strength above 1 12.67%, Die Y 410.3 um, async set-reset flop share out of synthesis 0%, slew of the pin with the lowest slew margin 1.269 ns, first drt pass iteration count 14, Peak VDD IR 0.00003060 V, # Post-CTS Setup Buffers 0, comb. cell area 20550 um2, Crit. Startpoint OUT_AXIS_TREADY, outcome completed, crit path DAT 13.59 ns, chip area 168400 um2, clock tree from TritonCTS done, Post-synth EDFFs 912, Top cells excl fill/tap 912 x edfxtp_1, 809 x nand2_1, 529 x a22o_1, Avg Inst Size Synth 11.33 um2, final antenna-violating net count 0, routed wire length 239.5 mm, via count 42547, # rows 149, Synthesis Warnings 2, Final Max Tran Viols 0, endpoint class of the critical path output pin, cell count after synthesis 4416, CP Max Fanout 6, Synth-to-Final Area Change 15.65%, average vias per placed instance 6.279, number of global-route vias before repair 41200, relative slew slack 14.32%, ys cells 4416, synth unique cells 80, pin count of the biggest net entering global routing 68, initial antenna violation count 18, first-pass GRT wire length 329.8 mm, GPL Wtd Cong 1.082, Latency at later pin 0.78 ns, Cell Area, Synth 50020 um2, Post-DP HPWL 160.7 mm, max cap viols 0, final hold violations 0, fp_density 30.28%, H-tree levels 3, hold crit path type flop to flop, Worst Hold Slack 0.5474 ns, grt total ovfl 0, Root Buffer clkbuf_16
[registers in the layout, indices dropped and copies added (netlist names)]
register	flops
tail	6
wr_addr	6
fifo_memory.data_out	24
capacity	7
fifo_memory.mem	912
[power breakdown]
part           switching [W]  internal, W  total (W)  leakage [nW]
Combinational       0.000579     0.000227   0.000806          10.0
Sequential         0.0000370     0.000785   0.000822          9.28
Clock               0.000293     0.000392   0.000685          1.77
[per-stage QoR]
stage | util, % | power, W | setup slack [ns] | instance area, um2
after floorplan | - | 0.001299 | 18.89 | 50020
after global placement | 32.81 | 0.001607 | 35.00 | 54200
after detailed placement | 32.81 | 0.001606 | 35.11 | 54200
after CTS | 35.00 | 0.002287 | 35.10 | 57810
after global routing | 35.00 | 0.002380 | 35.00 | 57810
final | 35.02 | 0.002313 | 35.13 | 57850
[Yosys cell counts, drive strengths merged, types with 5 or more instances]
cell type | n | area, um2
edfxtp | 912 | 27390
nand2 | 816 | 3063
a22o | 529 | 4633
o2bb2ai | 364 | 3188
clkbuf | 285 | 1070
nand3 | 265 | 1326
a21oi | 130 | 650.6
nor2 | 106 | 405.4
mux2i | 100 | 1001
a31oi | 92 | 594.3
a22oi | 86 | 645.6
buf | 77 | 352.8
o21ai | 60 | 304.0
nand4 | 49 | 306.5
a32oi | 48 | 442.9
nor3 | 46 | 405.4
dfxtp | 43 | 860.8
and2 | 42 | 262.8
inv | 31 | 116.4
a311oi | 30 | 262.8
o22ai | 27 | 175.2
a211oi | 26 | 210.2
a31o | 23 | 201.4
o41ai | 23 | 201.4
and3 | 22 | 137.6
xnor2 | 19 | 181.4
ha | 18 | 225.2
nor4 | 18 | 203.9
a221o | 16 | 160.2
a32o | 16 | 160.2
nor2b | 12 | 75.07
mux2 | 11 | 123.9
xor2 | 9 | 93.84
o211ai | 7 | 52.55
a21o | 5 | 37.54
o21a | 5 | 37.54
o221ai | 5 | 43.79
[critical path, cell delays in order]
cell and delay, ns:
clkdlybuf4s50_1 0.54, nor4_1 0.31, nand2_1 0.13, clkdlybuf4s50_1 0.44
[layout make-up]
cell class / instances / area share (%)
Timing Repair Buffer: 321 / 4.395
Multi-Input combinational cell: 3067 / 35.52
Sequential cell: 955 / 48.83
Antenna cell: 16 / 0.06921
Clock buffer: 131 / 4.836
Tap cell: 2189 / 4.735
Inverter: 32 / 0.2076
Clock inverter: 65 / 1.406
[cell families after synthesis]
kind of cell / Yosys count / synth area share [%]
flip-flops: 955 / 56.47
XOR/XNOR: 30 / 0.6429
adder cells (fa/ha/maj): 20 / 0.5303
AND-OR/OR-AND: 1512 / 24.37
buffers and inverters: 394 / 3.084
multiplexers: 111 / 2.249
AND/OR/NAND/NOR: 1394 / 12.65
[layer usage]
layer  vias up  track usage [%]  part of all wire (%)
li1      17758                -                     -
met1     21029            35.21                    34
met2      2993            38.00                    40
met3       732            22.49                    18
met4        35            16.57                   7.2
met5         -            3.218                  0.37
[final timing paths]
check | end | slack (ns) | cells after the start
hold reg to reg | fifo_memory.mem[2] | 0.55 | 2
setup / recovery | IN_AXIS_TREADY | 35.13 | 4
setup reg to reg | fifo_memory.data_out[23] | 54.94 | 13
hold / removal | fifo_memory.mem[2] | 0.55 | 2
Power and IR drop assume default switching activity.
