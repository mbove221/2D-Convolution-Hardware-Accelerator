File: ./constraint.sdc
current_design input_mems

set clk_period 276.5
set clk_io_pct 0.2

create_clock -name clk0 -period $clk_period [get_ports {clk}]

set non_clock_inputs [all_inputs -no_clocks]
set_input_delay [expr $clk_period * $clk_io_pct] -clock clk0 $non_clock_inputs
set_output_delay [expr $clk_period * $clk_io_pct] -clock clk0 [all_outputs]
File: ./config.mk
export PLATFORM = sky130hd
export DESIGN_NAME = input_mems
export DESIGN_NICKNAME = input_mems
export VERILOG_FILES = /design/flow/design.v
export SDC_FILE = /design/flow/constraint.sdc
export NUM_CORES = 4
export LEC_CHECK = 1
export CORE_UTILIZATION = 50
File: ./run.sh
#!/bin/bash
# OpenROAD 26Q1-2900-gdf79404cd8, Yosys 0.63+post, stock flow scripts
make -C /OpenROAD-flow-scripts/flow DESIGN_CONFIG=/design/flow/config.mk WORK_HOME=/design/flow/orfs finish
File: ./design.v
module input_mems #(
        parameter INW = 10,
        parameter R = 15,
        parameter C = 13,
        parameter MAXK = 7,
        localparam K_BITS = $clog2(MAXK+1),
        localparam X_ADDR_BITS = $clog2(R*C),
        localparam W_ADDR_BITS = $clog2(MAXK*MAXK),
        localparam W_ADDR_SIZE = MAXK*MAXK,
        localparam X_ADDR_SIZE = R*C
    )(
        input clk, reset,
        input [INW-1:0] AXIS_TDATA,
        input AXIS_TVALID,
        input [K_BITS:0] AXIS_TUSER,
        output logic AXIS_TREADY,
        output logic inputs_loaded,
        input compute_finished,
        output logic [K_BITS-1:0] K,
        output logic signed [INW-1:0] B,
        input [X_ADDR_BITS-1:0] X_read_addr,
        output logic signed [INW-1:0] X_data,
        input [W_ADDR_BITS-1:0] W_read_addr,
        output logic signed [INW-1:0] W_data
    );
    logic [$clog2(MAXK+1)-1:0] TUSER_K;
    logic incr_x;
    logic rst_x_ctr;
    logic x_ctr_reset_en;
    logic [ X_ADDR_BITS - 1 : 0 ] X_write_addr;
    logic X_wr_en;
    logic [ X_ADDR_BITS - 1 : 0 ] X_mux_addr;
    logic incr_w;
    logic rst_w_ctr;
    logic w_ctr_reset_en;
    logic [ W_ADDR_BITS - 1 : 0 ] W_write_addr;
    logic W_wr_en;
    logic [ W_ADDR_BITS - 1 : 0 ] W_mux_addr;
    logic new_W;
    logic ld_B;
    logic ld_K;
    logic [ W_ADDR_BITS - 1 : 0 ] last_w_idx;
    enum logic [ 2 : 0 ] { 
        WAIT_FOR_READY, 
        LOAD_W_MATRIX,
        LOAD_B_VAL,
        LOAD_X_MATRIX,
        LOAD_DONE
    } state, next_state;
    assign TUSER_K = AXIS_TUSER[$clog2(MAXK+1):1];
    assign new_W = AXIS_TUSER[0];
    assign x_ctr_reset_en = reset | rst_x_ctr;
    assign w_ctr_reset_en = reset | rst_w_ctr;
    counter #(
              .OUT_WIDTH(X_ADDR_BITS)
    ) X_counter(
              .clk(clk), 
              .reset(x_ctr_reset_en), 
              .incr(incr_x), 
              .out(X_write_addr)
              );
    mux_2_1 #(
              .DATA_WIDTH(X_ADDR_BITS)
    ) X_addr_mux(
               .in0(X_read_addr),
               .in1(X_write_addr),
               .sel(AXIS_TREADY),
               .out(X_mux_addr)
                );
    memory #(
            .WIDTH(INW),
            .SIZE(X_ADDR_SIZE)
    ) X_memory(
            .data_in(AXIS_TDATA),
            .data_out(X_data),
            .addr(X_mux_addr),
            .clk(clk),
            .wr_en(X_wr_en)
            );
    counter #(
        .OUT_WIDTH(W_ADDR_BITS)
    ) W_counter(
              .clk(clk), 
              .reset(w_ctr_reset_en), 
              .incr(incr_w), 
              .out(W_write_addr));
    mux_2_1 #(
              .DATA_WIDTH(W_ADDR_BITS)
    ) W_addr_mux(
               .in0(W_read_addr),
               .in1(W_write_addr),
               .sel(AXIS_TREADY),
               .out(W_mux_addr)
                );
    memory #(
            .WIDTH(INW),
            .SIZE(W_ADDR_SIZE)
    ) W_memory(
            .data_in(AXIS_TDATA),
            .data_out(W_data),
            .addr(W_mux_addr),
            .clk(clk),
            .wr_en(W_wr_en)
        );
    ld_reg #(
        .WIDTH(INW)
    ) B_reg(
        .in(AXIS_TDATA),
        .reset(1'b0),
        .clk(clk),
        .ld(ld_B),
        .out(B)
    );
    ld_reg #(
        .WIDTH(K_BITS)
    ) K_reg(
        .in(TUSER_K),
        .reset(1'b0),
        .clk(clk),
        .ld(ld_K),
        .out(K)
    );
    assign last_w_idx = K * K - 1;  
        always_ff @(posedge clk) begin : state_logic
            if ( reset == 1'b1 ) state <= WAIT_FOR_READY;
            else state <= next_state;
        end
        always_comb begin : output_comb
            incr_w = 0;  
            W_wr_en = 0;  
            rst_w_ctr = 0;  
            incr_x = 0;  
            X_wr_en = 0;  
            rst_x_ctr = 0;  
            inputs_loaded = 0;
            ld_K = 0;
            ld_B = 0;
            AXIS_TREADY = 1;
            if ( state == WAIT_FOR_READY ) begin
                if ( AXIS_TVALID == 1'b1 ) begin
                    if ( new_W == 1'b1 ) begin 
                        ld_K = 1;
                        W_wr_en = 1;  
                        incr_w = 1;  
                    end
                    else begin
                        X_wr_en = 1;
                        incr_x = 1;
                    end
                end
            end
            else if ( state == LOAD_W_MATRIX ) begin
                if( AXIS_TVALID == 1'b1 ) begin
                    W_wr_en = 1;  
                    incr_w = 1;  
                end
            end
            else if ( state == LOAD_B_VAL ) begin
                if( AXIS_TVALID == 1'b1 ) begin
                    ld_B = 1;
                end
            end
            else if ( state == LOAD_X_MATRIX ) begin
                if( AXIS_TVALID == 1'b1 ) begin
                    X_wr_en = 1;  
                    incr_x = 1;  
                end
            end
            else if ( state == LOAD_DONE ) begin
                AXIS_TREADY = 0;
                inputs_loaded = 1;
                rst_x_ctr = 1;
                rst_w_ctr = 1;
            end
        end
        always_comb begin : next_state_logic
            if ( state == WAIT_FOR_READY ) begin
                if ( AXIS_TVALID == 1 && AXIS_TREADY == 1 ) begin
                    if ( new_W == 1 ) next_state = LOAD_W_MATRIX;
                    else next_state = LOAD_X_MATRIX;
                end
                else next_state = WAIT_FOR_READY;
            end
            else if ( state == LOAD_W_MATRIX ) begin
                if ( W_write_addr == last_w_idx && AXIS_TVALID == 1'b1 ) next_state = LOAD_B_VAL;
                else next_state = LOAD_W_MATRIX;
            end
            else if ( state == LOAD_B_VAL ) begin
                if ( AXIS_TVALID == 1'b1 ) begin
                    next_state = LOAD_X_MATRIX;
                end
                else begin
                    next_state = LOAD_B_VAL;
                end
            end
            else if ( state == LOAD_X_MATRIX ) begin
                if ( X_write_addr == X_ADDR_SIZE - 1 && AXIS_TVALID == 1'b1 ) next_state = LOAD_DONE;
                else next_state = LOAD_X_MATRIX;
            end
            else if ( state == LOAD_DONE ) begin
                if ( compute_finished == 1 ) next_state = WAIT_FOR_READY;
                else next_state = LOAD_DONE;
            end
            else next_state = WAIT_FOR_READY; 
        end
endmodule
module ld_reg #(
    parameter WIDTH = 24
)(
    input [ WIDTH  - 1 : 0 ] in,
    input reset,
    input clk,
    input ld,
    output logic [ WIDTH - 1 : 0 ] out
);
    always_ff @(posedge clk) begin
        if ( reset == 1'b1 ) out <= 0;
        else if ( ld == 1'b1 ) out <= in;
    end
endmodule
module mux_2_1 #(
        parameter DATA_WIDTH = 32
    )(
        input [DATA_WIDTH - 1 : 0 ] in0,
        input [DATA_WIDTH - 1 : 0 ] in1,
        input sel,
        output logic [ DATA_WIDTH - 1 : 0] out
    );
    assign out = ( sel == 0 ) ? in0 : in1;
endmodule
module counter #(
        parameter OUT_WIDTH = 16
    )(
        input clk,
        input reset,
        input incr,
        output logic [ OUT_WIDTH - 1 : 0 ] out
    );
    always_ff @(posedge clk) begin
        if(reset == 1'b1) out <= 0;
        else if(incr) out <= out + 1;
    end
endmodule
module memory #(   
        parameter                   WIDTH=16, SIZE=64,
        localparam                  LOGSIZE=$clog2(SIZE)
    )(
        input [WIDTH-1:0]           data_in,
        output logic [WIDTH-1:0]    data_out,
        input [LOGSIZE-1:0]         addr,
        input                       clk, wr_en
    );
    logic [SIZE-1:0][WIDTH-1:0] mem;
    always_ff @(posedge clk) begin
        data_out <= mem[addr];
        if (wr_en)
            mem[addr] <= data_in;
    end
endmodule
==> GITHUB_STEP_SUMMARY <==
## Synthesis and layout report

| Metric | Value |
|---|---|
| Status | `finished, violations left` |
| Failing checks | `max-capacitance violations, max-slew violations` |
| Fmax | `0.0158 GHz` |
| Final period util | `0.228` |
| Clock buffer depth | `4` |
| Clock Latency Late Sink | `0.98 ns` |
| CTS Sinks | `2492` |
| Top cell area share | `0.554` |
| RSZ-0062 raised after global routing | `no` |
| Iter 0 DRT Violations | `19.1k` |
| Max_slew headroom | `-0.0975` |
| Yosys warning count | `7` |
| CTS tree | `done` |
| Area contributors post-synth | `edfxtp_1 55%, nand2_1 7.5%, o21ai_0 6.4%` |
| Post-synth ARST share | `0` |
| Largest net degree at the start of global routing | `157` |
| Most common cell on crit path | `buf_4` |
| Initial antenna violation count | `around 160` |
| Drt pass-1 iters | `13` |
| Setup_tns | `0 ns` |
| Slowest stage delay, CP | `just under 0.8 ns` |
| Synth area leader | `edfxtp_1` |
| Setup bufs post-CTS | `0` |
| Post-cts sizing count | `0` |
| Crit end category | `flip-flop` |
| FP Util | `0.502` |
| Gate Count Post-Synth | `12.8k` |
| Num rows | `189` |
| Top cells by count, synth | `2648 x nand2_1, 2453 x edfxtp_1, 1690 x o21ai_0` |
| Crit-path cells | `clkdlybuf4s50_1 -> and3b_1 -> nand2_2 -> nand2_4 -> inv_8 -> nor2_1 -> ha_1 -> a211o_1 -> a21oi_1 -> o311ai_1 -> buf_4 -> nor3_1 -> nand2_1 -> nor2_1 -> ha_1 -> inv_1 -> buf_4 -> nor4_4 -> buf_4 -> buf_4 -> buf_4 -> buf_4 -> nand3_1 -> a32o_1` |
| Reg2Reg Depth | `25` |
| # hold bufs at CTS | `0` |
| Via/cell ratio | `7.95` |
| HPWL after DPL | `544 mm` |
| Fin Hold WS | `around 0.55 ns` |
| Synthesis area per yosys | `133000 µm²` |
| RePlAce Congestion | `approximately 1.2` |
| TritonCTS Buffers | `284` |
| Worst reg-to-reg setup slack | `roughly 270 ns` |
| WL/cell | `47.9 µm` |
| Worst-path maximum fanout | `60` |
| Total GRT Usage | `0.643` |
| Logic cell area | `around 55000 µm²` |
| CTS root buf | `clkbuf_16` |
| Top-count cell post-synth | `nand2_1` |
| Pwr per Cell Area | `6.52 nW/µm²` |
| Syn Area/Cell | `10.4 µm²` |
| Cell count in the Yosys report | `approximately 13k` |
| Post-synth seq share | `0.560` |
| Max_cap viols | `1` |
| Total die size | `268000 µm²` |
| Worst-path clk slew | `roughly 0.06 ns` |
| IO Pins | `67` |
| Final setup viols | `0` |
| Critical-path top delay cell | `clkdlybuf4s50_1` |
| Max-slew violations | `8` |
| Worst path arrival time | `63.87 ns` |
| Worst-margin pin slew | `~1.6 ns` |
| Distinct lib cells | `87` |
| WS Path Type | `in2reg` |
| Vias post-DR | `134k` |
| Tool Warnings | `50` |
| Drt drc | `0` |
| Mapped Area | `133000 µm²` |
| Core area | `265000 µm²` |
| Filler cells | `21.2k` |
| Layout cells sized above 1 | `0.111` |
| Crit start category | `input pin` |
| Worst Hold Path Cells | `2` |
| Final hold viol count | `0` |
| Die width | `518 µm` |
| H-tree depth | `5` |
| Flip-flop and latch area | `around 74000 µm²` |
| Antenna Nets Post-Route | `0` |
| EDFF count, synth | `~2.5k` |
| Routed wire length | `806 mm` |
| Final min period | `63.16 ns` |
| Skew final | `0.0542 ns` |
| PortBufs | `66` |
| Die H | `518 µm` |
| Area Growth Syn to Fin | `13.2%` |
| Maximum VDD drop | `0.00000684 V` |
| Hold WC Path Type | `reg2reg` |
| CP required | `277.21 ns` |
| Registers, synthesis | `2492` |
| LEAKAGE | `50.2 nW` |
| First-pass GRT wire length | `1070 mm` |
| Vias in the first global route | `127k` |
| Grt total ovfl | `0` |
| Main flop type | `edfxtp_1` |
-- kinds of logic (layout without fill, tap and decap cells) --
group	after synthesis	count (layout)	synth area share
fa+ha+maj	24	24	0.00237
flops	2492	2492	0.560
simple gates	4164	4164	0.133
buf+inv	1162	1437	0.0350
mux	345	345	0.0291
compound gates	4529	4529	0.237
xor+xnor	50	50	0.00352
other cells	0	260	0
-- final cells by class --
class | instances | share of cell area
Antenna cell | 260 | 0.00432
Clock buffer | 350 | 0.0499
Clock inverter | 157 | 0.0106
Inverter | 53 | 0.00148
Multi-Input combinational cell | 9112 | 0.364
Sequential cell | 2492 | 0.494
Tap cell | 3533 | 0.0294
Timing Repair Buffer | 877 | 0.0461
-- cells in the final DEF, fill, tap and decap left out, types with 24 or more instances in the layout --
| cell type | count |
|---|---|
| a211oi_1 | 105 |
| a21oi_1 | 297 |
| a22o_1 | 805 |
| a22oi_1 | 69 |
| a311oi_1 | 110 |
| a31oi_1 | 147 |
| a32o_1 | 298 |
| a32oi_1 | 103 |
| and3_1 | 113 |
| buf_4 | 796 |
| bufinv_16 | 24 |
| clkbuf_1 | 58 |
| clkbuf_16 | 291 |
| clkdlybuf4s50_1 | 66 |
| clkinv_1 | 57 |
| clkinv_2 | 49 |
| dfxtp_1 | 39 |
| diode_2 | 260 |
| edfxtp_1 | 2453 |
| inv_1 | 45 |
| mux2i_1 | 291 |
| mux4_2 | 32 |
| nand2_1 | 2638 |
| nand3_1 | 665 |
| nand4_1 | 101 |
| nor2_1 | 289 |
| nor2_2 | 34 |
| nor3_1 | 113 |
| nor4_1 | 25 |
| o211ai_1 | 40 |
| o21ai_0 | 1684 |
| o21ai_1 | 46 |
| o221ai_1 | 64 |
| o22ai_1 | 93 |
| o2bb2ai_1 | 421 |
| xnor2_1 | 24 |
-- critical path: cells and delay by family --
family	cells	cell delay [ns]
AOI/OAI and AO/OA	4	0.90
adders and majority gates	2	0.68
and+or+nand+nor	9	2.84
buffers and inverters	9	3.93
-- worst paths after layout --
check | start | to
setup / recovery | X_read_addr[1] | X_memory.mem[399]$_DFFE_PP_
hold / removal | X_counter.out[7]$_SDFFE_PP0P_ | X_counter.out[7]$_SDFFE_PP0P_
setup reg to reg | state[0]$_DFF_P_ | X_memory.mem[399]$_DFFE_PP_
hold reg to reg | X_counter.out[7]$_SDFFE_PP0P_ | X_counter.out[7]$_SDFFE_PP0P_
-- power breakdown --
group	internal (W)	switching, W	total (W)
registers	0.000434	0.0000102	0.000444
clock network	0.000217	0.000169	0.000386
logic	0.0000316	0.000120	0.000152
total	0.000682	0.000299	0.000982
-- metrics by stage --
| step | power (W) | worst slack (ns) | instances | utilization | cell area (µm²) |
|---|---|---|---|---|---|
| 6_report | 0.000982 | 213.34 | 16800 | 0.568 | 151000 |
| 5_1_grt | 0.000988 | 213.16 | 16700 | 0.567 | 150000 |
| 4_1_cts | 0.000961 | 213.79 | 16600 | 0.566 | 150000 |
| 3_5_place_dp | 0.000587 | 212.86 | 16100 | 0.532 | 141000 |
| 3_3_place_gp | 0.000586 | 212.90 | 16100 | 0.532 | 141000 |
| 2_1_floorplan | 0.000565 | 126.38 | 12800 | - | 133000 |
-- flip-flops by register name, indices dropped and copies added, names as in the netlist --
name               count
X_memory.data_out     10
K_reg.out              3
B_reg.out             10
X_counter.out          8
X_memory.mem        1950
W_memory.mem         490
W_memory.data_out     10
W_counter.out          6
state                  5
-- routing by layer --
metal  routed length [µm]  share of wire  vias up  global-route usage
met5                10000          0.012        -               0.390
li1                     -              -    50100                   -
met1               238000           0.30    63300               0.704
met3               177000           0.22     4433               0.580
met4                88800           0.11      248               0.496
met2               292000           0.36    15800               0.732
Power is estimated from default activity; no workload was simulated.
