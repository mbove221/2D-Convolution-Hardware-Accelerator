[./run.sh]
#!/bin/bash
# OpenROAD 26Q1-2900-gdf79404cd8, Yosys 0.63+post, stock flow scripts
make -C /OpenROAD-flow-scripts/flow DESIGN_CONFIG=/design/flow/config.mk WORK_HOME=/design/flow/orfs finish
[./config.mk]
export PLATFORM = sky130hd
export DESIGN_NAME = counter_with_clr
export DESIGN_NICKNAME = counter_with_clr
export VERILOG_FILES = /design/flow/design.v
export SDC_FILE = /design/flow/constraint.sdc
export NUM_CORES = 4
export LEC_CHECK = 1
export CORE_AREA = 10 10 75 75
export DIE_AREA = 0 0 85 85
[./constraint.sdc]
current_design counter_with_clr

set clk_period 2.4
set clk_io_pct 0.2

create_clock -name clk0 -period $clk_period [get_ports {clk}]

set non_clock_inputs [all_inputs -no_clocks]
set_input_delay [expr $clk_period * $clk_io_pct] -clock clk0 $non_clock_inputs
set_output_delay [expr $clk_period * $clk_io_pct] -clock clk0 [all_outputs]
[./design.v]
module counter_with_clr #(
        parameter OUTW = 16
    )(
        input clk,
        input reset,
        input clr,
        input incr,
        output logic [ OUTW - 1 : 0 ] out
    );
    always_ff @(posedge clk) begin
        if(reset == 1'b1) out <= 0;
        else if (clr == 1'b1) out <= 0;
        else if(incr) out <= out + 1;
    end
endmodule
==> notes.org <==
#+TITLE: Synthesis and PnR summary

** Status
- The run finished with clean final reports.

** Final timing
- Final number of hold-violating endpoints :: 0
- In the final report, the number of endpoints failing setup comes to 0.
- Final period util :: 75.2%
- Clock period minus final worst setup slack :: 1800 ps
- Fin. max-slew vios :: 0
- Setup repair after global routing left no endpoint under its margin.
- Max frequency :: 0.554 GHz
- Looking at the max-slew report, the worst-margin pin has a slew of 584 ps.
- Per the slew report, the remaining headroom to the max-slew limit stands at 61.0%.
- On the final layout, the worst clock skew is 1.62 ps.
- Total Neg Setup Slack :: 0 ps

** Floorplanning
- The floorplan has 23 rows.
- The die covers 0.00723 mm^2.
- IO Count :: 20
- The horizontal die dimension reported for this design is 85 um.
- The initial utilization of the core area, before any placement, comes to 19.2%.
- Measured along the y axis, the die boundary spans 85 um.
- Core footprint :: 0.00406 mm^2

** Routing
- Number of routed nets with antenna violations :: 0
- Total Routed Length :: 1900 um
- Iter 0 DRT Violations :: 62
- After detailed routing, the average wire length per cell comes to 12.1 um.
- Number of antenna diodes :: 0
- Via count :: 700
- First-pass iteration count of the detailed router :: 4
- Vias per cell :: 4.46
- The DRC violation total left in the routed layout is recorded as 0.

** Power
- Worst IR Drop VDD :: 0.202 mV
- Power spread over the standard cell area amounts to 487 mW/mm^2.
- Overall power :: 0.527 mW
- In this run the static leakage power is 0.305 nW.

** Synth
- Netlist area before placement :: 781 um^2
- Synth top cells by count :: dfxtp_1, nand2_1, a21oi_1, nand4_1
- Synthesized instance count :: 86
- Post-synth area hogs :: dfxtp_1, mux2i_1, nor4_2
- Number of library cell types mapped by synthesis :: 24
- For this run, asynchronously set or reset flops after synthesis account for 0%.
- EDFF count, synth :: 0
- Part of the Yosys area used for sequential elements :: 41.0%
- Cell type with the highest aggregate area in the netlist :: dfxtp_1
- The commonest register cell is dfxtp_1.
- A synthesized cell averages 9.08 um^2.
- After synthesis, the design contains 86 cells according to Yosys.
- Count of yosys warnings during synthesis :: 1
- Most frequent cell after synthesis :: dfxtp_1
- Area of the synthesized netlist per yosys stat :: 781 um^2
- Area share of the largest cell type after synthesis :: 41.0%
- Yosys reported a register bit count of 16.

** Global routing
- The initial antenna violation count was 0.
- Entering global routing, the biggest net connects 15 pins.
- Wire length of the first global-routing pass :: 3110 um
- Global routing used 5.09% of the available tracks across all layers.
- After global routing the overflow that remains totals 0.
- The number of global-route vias before repair came to 646.

** Cells and area
- The register with the most flip-flops in the layout has 16 of them.
- More flip-flops sit in one register than any other, and that register is out.
- Proportion of layout cells with a drive suffix above 1 :: 15.0%
- Filler Cell Count :: 409
- P&R area growth vs syn :: 38.6%
- In the final layout, the registers with the most flip-flops are out x16.
- Final design instance area without fill :: 0.00108 mm^2

** Placement
- Post-place instance area :: 0.00103 mm^2
- Input and output buffers added on the ports amount to 19.
- After legalization and detailed placement, the total HPWL measured 1400 um.
- Placer congestion estimate :: 0.757

** Run
- Across the run, the number of max-cap violations was 0.
- Count of warning messages emitted by the tools :: 25

** Critical path
- Listed in order, past its start point the critical path passes nand4_1 > or4_1 > a21oi_1.
- The critical path is of the flop to flop type.
- Along the worst path, the maximum fanout reaches 14.
- Worst Path Arrival :: 1980 ps
- The worst setup path is launched from a flop.
- The timing report gives the biggest stage delay along the critical path as 640 ps.
- Critical Path RT :: 2580 ps
- The worst setup path is captured at a flop.
- Crit-path slowest cell :: or4_1

** Clock tree
- Maximum root-to-sink buffer count :: 2
- CTS built an H-tree with a depth of 1.
- Counting the buffers created by CTS gives 3.
- Post-CTS timing repair inserted 0 buffers for setup.
- TritonCTS built the clock tree.
- Per the CTS log, the root buffer master is clkbuf_8.
- Clk Latency, worst-skew pair :: 250 ps
- Post-CTS repair ended up resizing 0 cells.
- For this design, the sink count on the clock tree is 16.
- Number of buffers inserted for hold repair after clock tree synthesis :: 0
- The registers of the reported paths see a clock transition of 60 ps.

** Hold path
- Worst hold path type :: flop to flop
-- where the power goes --
part | internal, mW | switching (mW)
registers | 0.267 | 0.00134
clock network | 0.145 | 0.0908
logic | 0.0120 | 0.0104
-- final timing paths --
path / endpoint / startpoint / depth (start not counted) / slack, ps
setup / recovery: out[10] / out[3] / 3 / 600
hold reg to reg: out[15] / out[15] / 2 / 480
setup reg to reg: out[10] / out[3] / 3 / 600
hold / removal: out[15] / out[15] / 2 / 480
-- routing by layer --
metal	part of all wire, %	up-vias	track usage [%]
met5	0	-	0
met4	0.53	0	0.449
met3	11	2	2.99
met2	40	20	6.88
met1	49	316	7.03
li1	-	362	-
-- area by class of cell --
class                   count  area, um^2  area share, %
clock buffers               4        55.1           5.09
inverters                   1        3.75          0.347
multi-input cells          65         435           40.2
flip-flops and latches     16         320           29.6
well taps                  50        62.6           5.78
repair buffers             21         205           19.0
-- critical path, delay by kind of cell, from the launching register on --
kind,cells,cell delay [ps]
AND-OR/OR-AND,1,150
flip-flops,1,440
AND/OR/NAND/NOR,2,1150
-- cell usage in the layout (no fill, tap or decap) --
cell,instances
or2_2,2
nand2_1,9
xor2_1,2
inv_2,1
xnor2_1,1
o31ai_1,4
clkbuf_8,4
clkdlybuf4s50_1,19
or3_2,1
o21ai_0,2
or3_1,5
ha_1,1
nor4_2,4
nor2_1,5
nand3_1,2
mux2i_1,5
nor3_1,1
dfxtp_1,16
a21oi_1,7
nand4_1,6
or4_1,4
buf_4,2
nand3_2,2
o21a_1,2
-- stage by stage --
stage / hold WS [ps] / utilization (%) / worst slack (ps) / cells
floorplan: 430 / - / 967 / 86
global placement: 470 / 25.3 / 381 / 153
detailed placement: 476 / 25.3 / 339 / 153
CTS: 485 / 26.7 / 603 / 157
global route: 505 / 26.7 / 419 / 157
finish: 475 / 26.7 / 596 / 157
-- cell families after synthesis --
kind of cell               Yosys count  synth area share, %
AOI/OAI and AO/OA                   15                 11.5
xor gates and xnor gates             3                 3.37
adders and majority gates            1                 1.60
buffers and inverters                5                 3.20
DFF                                 16                 41.0
muxes                                5                 6.41
and+or+nand+nor                     41                 32.9
Power is estimated from default activity; no workload was simulated.
